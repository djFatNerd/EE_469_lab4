--- flow/constraint.sdc ---
current_design mux_64x4x1

set clk_period 1.5
set clk_io_pct 0.2

create_clock -name clk0 -period $clk_period

set non_clock_inputs [all_inputs -no_clocks]
set_input_delay [expr $clk_period * $clk_io_pct] -clock clk0 $non_clock_inputs
set_output_delay [expr $clk_period * $clk_io_pct] -clock clk0 [all_outputs]
--- flow/run.sh ---
#!/bin/bash
# OpenROAD 26Q1-2900-gdf79404cd8, Yosys 0.63+post, stock flow scripts
make -C /OpenROAD-flow-scripts/flow DESIGN_CONFIG=/design/flow/config.mk WORK_HOME=/design/flow/orfs finish
--- flow/config.mk ---
export PLATFORM = sky130hd
export DESIGN_NAME = mux_64x4x1
export DESIGN_NICKNAME = mux_64x4x1
export VERILOG_FILES = /design/flow/design.v
export SDC_FILE = /design/flow/constraint.sdc
export NUM_CORES = 4
export LEC_CHECK = 1
export CORE_AREA = 10 10 131 131
export DIE_AREA = 0 0 141 141
--- flow/design.v ---
`timescale 1ns/10ps
module mux_2x1(out, in, sel);
	input logic [1:0]in;
	input logic sel;
	output logic out;
	logic temp_1;
	logic temp_2;
	logic not_sel;
	and #5 and_gate_1 (temp_1, in[1], sel);  
	not #5 not_gate (not_sel, sel);  
	and #5 and_gate_2 (temp_2, in[0], not_sel);
	or #5 or_gate_1(out, temp_1, temp_2);
endmodule
module mux_2x1_testbench;
	logic [1:0]in;
	logic sel;
	logic out;
	integer i;
	initial begin	
		for (int i = 0; i < 8; i++) begin
			{sel, in[1:0]} = i; #10;
		end
	end	
	mux_2x1 dut(.out, .in, .sel);
endmodule
`timescale 1ns/10ps
module mux_4x1(out, in, sel);
	input logic [3:0]in;
	input logic [1:0]sel;
	output logic out;
	logic [1:0]temp;
	mux_2x1 mux_2x1_1 (temp[1], in[3:2], sel[0]);
	mux_2x1 mux_2x1_2 (temp[0], in[1:0], sel[0]);
	mux_2x1 mux_2x1_3 (out, temp[1:0], sel[1]);
endmodule
module mux_4x1_testbench;
	logic [3:0]in;
	logic [1:0]sel;
	logic out;
	integer i;
	initial begin	
		for (int i = 0; i < 64; i++) begin
			{sel[1:0], in[3:0]} = i; #10;
		end
	end	
	mux_4x1 dut(.out, .in, .sel);
endmodule
`timescale 1ns/10ps
module mux_64x4x1(out, A, B, C, D, sel);
	input logic  [63:0] A, B, C, D;
	input logic  [1:0]  sel;
	output logic [63:0] out;
	genvar i;
	generate
		for (i = 0; i < 64; i++) begin: eachBit
			mux_4x1 eachMUX(out[i], {A[i], B[i], C[i], D[i]}, sel[1:0]);
		end
	endgenerate
endmodule
module mux_64x4x1_testbench;
	logic  [63:0] A, B, C, D;
	logic  [1:0]  sel;
   logic  [63:0] out;
	initial begin
		A = 64'hFFFFFFFFFFFFFFF; B = 64'hFFFFFFFFFF00000; C = 64'b0; D = 64'h0000000000000FF; sel = 2'b01; #10;
		sel = 2'b00;  #10;
		A = 64'hFFFFF00000FFFFF; #10;
      sel = 2'b01;  #10;
		sel = 2'b10;  #10;
		sel = 2'b11;  #10;
	end
	mux_64x4x1 dut(.out, .A, .B, .C, .D, .sel);
endmodule
==> impl_metrics.csv <==
group,metric,value,unit
floorplan,rows,44,
place,dp_hpwl,11070,µm
worst_setup_path,end_kind,"output pin",
floorplan,initCoreUtil,0.1458,
detailed_routing,num_vias,2528,
layout,drive_above_1_share,0.3948,
grt,grt_max_degree,34,
detailed_routing,wl_per_cell,21.64,µm
final_timing,fin_crit_sh,1.111,
pwr,p_leak,2.586,nW
place,routabilityCongestion,0.9025,
pwr,ir_drop,0.1340,mV
layout,clockBufferCount,0,
logic_synthesis,yosys-top-cells-area,"mux4_2 (64%), buf_4 (23%), buf_12 (5.7%), mux4_1 (5.0%), buf_2 (1.4%)",
worst_setup_path,crit_fanout,6,
logic_synthesis,yosys-stat-area,0.002103,mm²
layout,flops,0,
logic_synthesis,syn_avg_cell_area,14.81,µm²
worst_setup_path,crit_path_start_kind,"input port",
hold_path,worstHoldPathType,"in2out",
final_timing,final.min_clock_period,1667,ps
detailed_routing,antenna_left,0,
place,port_buffers,322,
logic_synthesis,synth_warnings,0,
final_timing,slew_headroom,0.8648,
logic_synthesis,ys_types,7,
logic_synthesis,ys_seq_share,0,
status,violations,"negative setup slack",
final_timing,tightest_slew,202.7,ps
layout,ff_latch_area,0,µm²
final_timing,maxSlewViolCount,0,
worst_setup_path,path_class,"in2out",
hold_path,hold-path-endpoint,"out[62]",
grt,grt_pass1_wl,19020,µm
detailed_routing,drtIter0Drc,74,
final_timing,setup_viol,47,
floorplan,die_w,141,µm
detailed_routing,routed_wl,13160,µm
final_timing,holdWs,980.0,ps
floorplan,die_y,141,µm
status,status,"finished with violations",
floorplan,ios,322,
worst_setup_path,cp.required,1200,ps
layout,syn2layout_area_growth,141.9,%
detailed_routing,first_pass_iters,4,
floorplan,core_area,0.01442,mm²
final_timing,rsz0062_at_grt,"true",
grt,antenna_found_initial,1,
worst_setup_path,arrival,1370,ps
grt,overflow,0,
floorplan,die-area,0.01988,mm²
final_timing,fmax,599.9,MHz
detailed_routing,avgViaCountPerCell,4.158,
pwr,power.density,245.6,mW/mm²
hold_path,hold_depth,3,
hold_path,min_from,"D[62]",
run,warnings,34,
detailed_routing,drc_errors,0,
run,cap_violations,0,
logic_synthesis,yosys_cells,142,
logic_synthesis,synthCells,142,
pwr,totalPowerFinal,0.001249,W
logic_synthesis,synth_top_area_share,0.6425,
final_timing,hold_violations,0,
logic_synthesis,syn_area,0.002103,mm²
logic_synthesis,top_area_cell,"mux4_2",
grt,track_usage,0.1260,
grt,grt_pass1_vias,2920,
clocking,cts_hold_buf,0,
final_timing,final.setup.worst_slack,-167.0,ps
## critical path: stages
cell and delay, ps:
buf_16 110, buf_16 130, buf_12 120, buf_4 110, mux4_2 470, buf_2 130
## worst max path at each step
stage,from,to,depth (start not counted)
6_report,sel[0],out[0],6
4_1_cts,sel[0],out[0],6
5_1_grt,sel[0],out[45],6
## layer usage
| metal | GRT usage | wire length, µm | vias to the layer above |
|---|---|---|---|
| li1 | - | - | 1113 |
| met4 | 0.008152 | 120 | 0 |
| met1 | 0.1521 | 4857 | 1204 |
| met5 | 0 | 0 | - |
| met2 | 0.2081 | 6348 | 205 |
| met3 | 0.06239 | 1828 | 6 |
## Yosys cell counts (all sizes together)
cell type / n
buf: 77
mux4: 64
clkbuf: 1
## cell usage in the layout, fill, tap and decap left out
cell / instances
dlygate4sd2_1: 159
clkbuf_2: 1
diode_2: 1
mux4_2: 64
buf_12: 8
dlymetal6s2s_1: 44
buf_2: 63
buf_6: 17
buf_4: 4
buf_8: 3
buf_16: 7
clkdlybuf4s50_1: 53
## per-stage QoR
step	TNS (ps)	area, µm²	std cells	worst slack, ps	utilization
after CTS	-4677	5025	609	-175.6	0.3484
after global routing	-4955	5087	608	-194.1	0.3527
final	-3165	5087	608	-167.0	0.3527
after detailed placement	-29430	4997	576	-507.1	0.3465
after floorplan	0	2112	142	12.41	-
after global placement	-29270	4997	576	-503.0	0.3465
## cell families after synthesis
logic type	after synthesis	share of synthesized area
buffers and inverters	78	0.3076
multiplexers	64	0.6924
## area by class of cell
cell class / instances / area, µm²
antenna: 1 / 2.502
timing repair buffer: 359 / 3413
multi-input combinational: 64 / 1441
tap: 184 / 230.2
fill: 1461 / 9336
## power breakdown
| group | switching [W] | total (W) | leakage [nW] | internal [W] |
|---|---|---|---|---|
| logic | 0.000314 | 0.00125 | 2.59 | 0.000936 |
| registers | 0 | 0 | 0 | 0 |
| clock network | 0 | 0.0000000000892 | 0.00000634 | 0.0000000000892 |
| total | 0.000314 | 0.00125 | 2.59 | 0.000936 |
## what timing repair did
item | CTS | global route
endpoints found under the setup margin | 64 | 62
gates resized | 405 | 51
gates cloned | 6 | 0
hold endpoints to repair | 0 | 0
buffers inserted | 27 | 2
Power and IR drop assume default switching activity.
