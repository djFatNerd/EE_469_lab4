<file path="/design/flow/config.mk">
export PLATFORM = sky130hd
export DESIGN_NAME = adder_64
export DESIGN_NICKNAME = adder_64
export VERILOG_FILES = /design/flow/design.v
export SDC_FILE = /design/flow/constraint.sdc
export NUM_CORES = 4
export LEC_CHECK = 1
export CORE_AREA = 10 10 125 125
export DIE_AREA = 0 0 135 135
</file>
<file path="/design/flow/constraint.sdc">
current_design adder_64

set clk_period 19.3
set clk_io_pct 0.2

create_clock -name clk0 -period $clk_period

set non_clock_inputs [all_inputs -no_clocks]
set_input_delay [expr $clk_period * $clk_io_pct] -clock clk0 $non_clock_inputs
set_output_delay [expr $clk_period * $clk_io_pct] -clock clk0 [all_outputs]
</file>
<file path="/design/flow/design.v">
`timescale 1ns/10ps
module adder_64(result, carryout, A, B, carryin);
	input logic [63:0] A;
	input logic [63:0] B;
	input logic carryin;
	output logic [63:0]result;
	output logic carryout;
	logic [63:0]inner_co;
	fullAdder firstBit(result[0], inner_co[0], carryin, A[0], B[0]);
	genvar i;
	generate
		for(i = 1; i < 64; i++) begin:eachAdder
			fullAdder otherAdders(result[i], inner_co[i], inner_co[i - 1], A[i], B[i]);	
		end
	endgenerate
endmodule
module adder_64_testbench;
	logic [63:0] A;
	logic [63:0] B;
	logic carryin;
	logic [63:0]result;
	logic carryout;
	initial begin
	   carryin = 0;
		A = 64'h000000000000001; B = 64'hFFFFFFFFFF00000; #10;
		A = 64'b0; B = 64'h0000000000000FF;  #10;
		B = 64'h0000000000FFFFF; #10;
      A = 64'h000000000000001; B = 64'hF00000000000000;  #10;
	end
	adder_64 dut(.result, .carryout, .A, .B, .carryin);
endmodule
`timescale 1ns/10ps
module fullAdder(sum_o, co_o, cin_i, A_i, B_i);
	input logic A_i, B_i, cin_i;
	output logic sum_o;
	output logic co_o;
	logic AB, AC, BC;
	and #5 andGate (AB, A_i, B_i);
	and #5 andGate2 (AC, A_i, cin_i);
	and #5 andGate3 (BC, B_i, cin_i);
	or #5 carryout (co_o, AB, AC, BC);
	xor #5 sum (sum_o, A_i, B_i, cin_i);
endmodule
module fullAdder_testbench;
	logic A_i;
	logic B_i;
	logic cin_i;
	integer i;
	initial begin	
		for (int i = 0; i < 8; i++) begin
			{cin_i, B_i, A_i} = i; #10;
		end
	end
	fullAdder dut(.cin_i, .A_i, .B_i);
endmodule
</file>
<file path="/design/flow/run.sh">
#!/bin/bash
# OpenROAD 26Q1-2900-gdf79404cd8, Yosys 0.63+post, stock flow scripts
make -C /OpenROAD-flow-scripts/flow DESIGN_CONFIG=/design/flow/config.mk WORK_HOME=/design/flow/orfs finish
</file>
==> run summary <==
Outcome -> finished with violations
Failing checks -> negative setup slack
Mean Syn Cell Area -> 13.30 um^2
Pwr per Cell Area -> 30.62 nW/um^2
Max-area cell share -> 0.7024
Max-slew violations -> 0
Worst Setup End Kind -> output port
Final hold violations -> 0
Height of the chip -> 135 um
Core Box Area -> 12770 um^2
Overflow after GRT -> 0
Via-to-Cell Ratio -> 3.330
Fin area -> 3491 um^2
Flop area -> 0 um^2
DP HPWL -> 7399 um
Final setup viols -> 32
Worst hold slack -> 8484 ps
Final ANT Viol Nets -> 0
Final Power -> 0.0001069 W
Final worst-path cycle share -> 1.562
Register area share after synthesis -> 0
Via Count -> 1452
Setup Crit Path Kind -> in2out
Yosys cell count -> 135
Crit-path max FO -> 1
VDD IR-drop max -> 0.01095 mV
Final Wtd Congestion -> 0.9038
Wire per inst -> 17.17 um
Most frequent cell on the critical path -> fa_2
CTS Hold Bufs -> 0
Share of post-route cells with drive strength above 1 -> 0.3954
First-pass GRT wire length -> 10970 um
Horiz. Die Dim -> 135 um
Post-route DRC violation count -> 0
Startpoint Class -> input port
Fin crit period -> 30150 ps
CP peak stage delay -> 400 ps
Critical-path cell with the highest stage delay -> fa_2
Largest net degree at the start of global routing -> 2
Warning total across the stage logs -> 35
Post-synthesis cell count -> 135
F_max -> 33.16 MHz
Tot GR Track Use -> 0.08046
Number of placement rows -> 41
Area after DPL -> 3627 um^2
CP Data Arrival Time -> 26290 ps
CLK BUF -> 0
Initial antenna violation count -> 0
Tally of yosys warning messages -> 1
YS chip area -> 1795 um^2
Unrepaired setup endpoints after global routing -> true
Seq_cells -> 0
Synthesis-to-finish area growth -> 94.43%
WP buf/inv -> 4
Vias in the first global route -> 1855
Fp util -> 0.1406
Area leader, netlist -> fa_1
Crit path max-delay family -> adder cells
Top cells, area -> fa_1 70%, buf_4 27%, xor3_1 1.3%, inv_1 1.0%, conb_1 0.21%
Pleak -> 1.227 nW
Min setup slack post-route -> -10850 ps
Post-Syn Area -> 1795 um^2
Die ar. -> 18230 um^2
Maxcap violations -> 0
TritonRoute pass-1 iters -> 2
Post-Route WL -> 7484 um
Post-layout util -> 0.2733
Crit path DRT -> 15440 ps
Hold Crit Class -> in2out
# IOs -> 194
Fillers -> 1331
Iteration-0 DRC Markers -> 4
IO Port Bufs -> 193
Yosys cell types -> 5
per-stage QoR:
step	TNS, ps	worst slack, ps	cells
final	-184240	-10850	436
after global routing	-197690	-11380	435
after CTS	-187700	-10960	435
after detailed placement	-216260	-11970	435
after global placement	-215780	-11940	435
after floorplan	-162210	-10220	135
Yosys cell counts, drive strengths merged:
master	n
buf	65
xor3	1
fa	63
conb	1
inv	5
logic make-up after synthesis:
family	Yosys count	synth area share
buffers and inverters	70	0.2822
adders and majority gates	63	0.7024
xor gates and xnor gates	1	0.01324
other	1	0.002089
per-layer routing:
| layer | up-vias | routed length (um) | track usage |
|---|---|---|---|
| met3 | 0 | 2092 | 0.07831 |
| met1 | 668 | 2551 | 0.08881 |
| met5 | - | 0 | 0 |
| li1 | 592 | - | - |
| met2 | 192 | 2840 | 0.1170 |
| met4 | 0 | 0 | 0 |
cell usage in the layout, fill, tap and decap left out, drive strengths merged:
master	netlist	routed
buf	65	36
conb	1	1
xor3	1	1
inv	5	5
fa	63	63
diode	0	1
clkdlybuf4s50	0	154
clkbuf	0	1
dlygate4sd2	0	2
power by group:
| group | switching [W] | internal [W] | total, W | leakage (nW) |
|---|---|---|---|---|
| sequential | 0 | 0 | 0 | 0 |
| clock | 0 | 0.00000000000693 | 0.00000000000694 | 0.00000634 |
| combinational | 0.0000328 | 0.0000741 | 0.000107 | 1.23 |
worst min-delay path: cells and delay by family:
kind	cells	cell delay (ps)
buf+inv	2	570
xor+xnor	1	190
cell type report:
class / instances / area, um^2 / share of cell area
well taps: 172 / 215.2 / 0.06165
diodes: 1 / 2.502 / 0.0007168
inverters: 5 / 36.28 / 0.01039
repair buffers: 193 / 1790 / 0.5129
multi-input cells: 65 / 1446 / 0.4143
final timing paths:
check | startpoint | depth (start not counted) | to | slack (ps)
setup / recovery | A[0] | 68 | result[63] | -10850
hold / removal | B[63] | 3 | result[63] | 8480
timing repair:
action	4_1_cts	5_1_grt
setup buffers	0	0
resized	131	6
endpoints found under the setup margin	35	34
pin swaps	2	0
cloned	0	0
Power figures rest on the tool's default switching activity, not on a simulated workload.
