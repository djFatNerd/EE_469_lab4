`./run.sh`:
```
#!/bin/bash
# OpenROAD 26Q1-2900-gdf79404cd8, Yosys 0.63+post, stock flow scripts
make -C /OpenROAD-flow-scripts/flow DESIGN_CONFIG=/design/flow/config.mk WORK_HOME=/design/flow/orfs finish
```
`./config.mk`:
```
export PLATFORM = sky130hd
export DESIGN_NAME = mux_64x2x1
export DESIGN_NICKNAME = mux_64x2x1
export VERILOG_FILES = /design/flow/design.v
export SDC_FILE = /design/flow/constraint.sdc
export NUM_CORES = 4
export LEC_CHECK = 1
export CORE_AREA = 10 10 83 83
export DIE_AREA = 0 0 93 93
```
`./constraint.sdc`:
```
current_design mux_64x2x1

set clk_period 1.0
set clk_io_pct 0.2

create_clock -name clk0 -period $clk_period

set non_clock_inputs [all_inputs -no_clocks]
set_input_delay [expr $clk_period * $clk_io_pct] -clock clk0 $non_clock_inputs
set_output_delay [expr $clk_period * $clk_io_pct] -clock clk0 [all_outputs]
```
`./design.v`:
```
`timescale 1ns/10ps
module mux_2x1(out, in, sel);
	input logic [1:0]in;
	input logic sel;
	output logic out;
	logic temp_1;
	logic temp_2;
	logic not_sel;
	and #5 and_gate_1 (temp_1, in[1], sel);  
	not #5 not_gate (not_sel, sel);  
	and #5 and_gate_2 (temp_2, in[0], not_sel);
	or #5 or_gate_1(out, temp_1, temp_2);
endmodule
module mux_2x1_testbench;
	logic [1:0]in;
	logic sel;
	logic out;
	integer i;
	initial begin	
		for (int i = 0; i < 8; i++) begin
			{sel, in[1:0]} = i; #10;
		end
	end	
	mux_2x1 dut(.out, .in, .sel);
endmodule
`timescale 1ns/10ps
module mux_64x2x1(out, A, B, sel);
	input logic  [63:0] A;
	input logic  [63:0] B;
	input logic  sel;
	output logic [63:0] out;
	genvar i;
	generate 
		for (i = 0 ; i < 64; i++) begin: eachBit
			mux_2x1 eachMux(out[i], {A[i], B[i]}, sel);
		end
	endgenerate
endmodule
module mux_64x2x1_testbench;
	logic  [63:0] A, B;
	logic  sel;
   logic  [63:0] out;
	initial begin
		A = 64'hFFFFFFFFFFFFFFF; B = 64'hFFFFFFFFFF00000; sel = 1; #10;
		sel = 0;  #10;
		A = 64'hFFFFF00000FFFFF; #10;
      sel = 1;  #10;
		B = 64'b0; sel = 0;  #10;
		sel = 1;  #10;
	end
	mux_64x2x1 dut(.out, .A, .B, .sel);
endmodule
```
==> out/qor.txt <==
Cell variety after synth -> 5
chip area in the Yosys report -> 1558 µm²
Initial DRC Count -> 2
area grow syn2layout -> 112.8%
average wire per standard cell -> 19.70 µm
die area -> 8649 µm²
min Tclk post-route -> 1.202 ns
CTS Hold Buffers Added -> 0
drt pass-1 iters -> 2
register area -> 0 µm²
IR drop worst, VDD -> 0.1999 mV
Req. time, crit path -> 0.80 ns
post-synthesis cell count -> 135
WP data arrival -> 1.00 ns
power density cells -> 406.9 nW/µm²
critical path launch point type -> primary input
critical path class -> primary input to primary output
fin crit share -> 120.2%
HPWL after DPL -> 5730 µm
HP Class -> primary input to primary output
n_diodes -> 0
final hold vios -> 0
ys cells -> 135
Antenna Nets Post-Route -> 0
violated checks -> negative setup slack
area of the multi-input gates -> 960.9 µm²
DRC -> 0
flop count -> 0
status -> complete, but fails checks
critical path cell sequence -> buf_16, buf_12, buf_12, mux2_4, buf_6
largest net degree at the start of global routing -> 11
Post-synth seq share -> 0%
RSZ-0062 raised after global routing -> yes
Leak Pwr -> 1.858 nW
initial antenna violation count -> 0
Post-Route WL -> 6896 µm
total grt overflow -> 0
Slew @ Worst Pin -> 0.08128 ns
syn_area_per_cell -> 11.54 µm²
Synth Warn # -> 0
Max Cap Viol -> 0
vias per cell -> 4.106
fp util -> 30.31%
Rel. slew slack -> 94.58%
synthesized cell area -> 1558 µm²
Max stage delay on crit path -> 0.29 ns
FP Rows -> 26
Final WS setup -> -0.2017 ns
first-pass GRT wire length -> 9722 µm
fraction of layout instances using a drive strength above 1 -> 54.29%
Sum Neg Setup Slack -> -8.175 ns
die y size -> 93 µm
final setup fails -> 64
clock buffer count -> 0
Layout fillers -> 442
gpl congestion -> 0.8057
vias in the first global route -> 1576
Max Slew Vio Count -> 0
PortBufs -> 193
routed vias -> 1437
Core ar. -> 5140 µm²
Fmax -> 0.8321 GHz
most frequent CP cell -> buf_12
I/O Pins -> 193
crit-path max FO -> 7
Log Warnings -> 36
Die W -> 93 µm
Slowest-stage cell, CP -> mux2_4
CP bufs+invs -> 4
Finished Layout Cells -> 350
CP delay by family, top -> buffers and inverters
Cells after DPL -> 331
total track usage -> 14.23%
CP endpoint kind -> primary output
-- final timing paths --
path | from | endpoint | slack, ns | cells past startpoint
max | sel | out[48] | -0.20 | 5
min | B[54] | out[54] | 0.70 | 3
-- timing repair --
action / CTS / global route
resized: 344 / 23
cloned: 4 / 4
setup endpoints to repair: 64 / 64
buffers inserted: 11 / 0
-- cell type report --
class,instances,share of cell area (%)
Tap cell,70,2.643
Timing Repair Buffer,216,68.37
Multi-Input combinational cell,64,28.99
-- layout by cell type (no fill, tap or decap) --
| master | count |
|---|---|
| mux2_4 | 64 |
| bufbuf_16 | 1 |
| buf_12 | 6 |
| buf_4 | 1 |
| clkdlybuf4s50_1 | 28 |
| buf_16 | 4 |
| buf_6 | 51 |
| dlygate4sd2_1 | 84 |
| dlymetal6s2s_1 | 16 |
| buf_2 | 21 |
| clkbuf_16 | 4 |
-- routing by layer --
layer / global-route usage, % / wire [µm] / vias up
met5: 0 / 0 / -
met4: 0.6427 / 34 / 0
met3: 8.724 / 1064 / 2
met2: 24.24 / 3254 / 123
met1: 15.49 / 2543 / 613
li1: - / - / 699
-- Yosys cell counts --
| cell | instances | share of area (%) |
|---|---|---|
| buf_4 | 64 | 31 |
| mux2_4 | 60 | 58 |
| buf_12 | 6 | 7.7 |
| mux2_2 | 4 | 2.9 |
| buf_6 | 1 | 0.72 |
-- kinds of logic (layout without fill, tap and decap cells) --
| logic type | count (synthesis) | after routing | synth area share (%) |
|---|---|---|---|
| buffers and inverters | 71 | 216 | 39.28 |
| multiplexers | 64 | 64 | 60.72 |
-- report_power, final --
group	leakage (nW)	total, W	switching, W	internal (W)
registers	0	0	0	0
clock network	0	0	0	0
logic	1.86	0.00135	0.000300	0.00105
-- per-stage QoR --
step / setup slack, ns / area, µm² / total power [W] / hold slack (ns) / util (%)
floorplan: -0.07588 / 1788 / 0.0008161 / 0.5902 / -
global placement: -0.5226 / 3030 / 0.001322 / 1.353 / 58.96
detailed placement: -0.5165 / 3030 / 0.001324 / 1.353 / 58.96
CTS: -0.2204 / 3131 / 0.001308 / 0.7984 / 60.91
global route: -0.2179 / 3314 / 0.001438 / 0.7103 / 64.48
finish: -0.2017 / 3314 / 0.001349 / 0.6956 / 64.48
No activity file was given, so power comes from the tool's default toggle rates.
